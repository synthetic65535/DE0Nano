File: design/flow/run.sh
#!/bin/bash
# OpenROAD 26Q1-2900-gdf79404cd8, Yosys 0.63+post, stock flow scripts
make -C /OpenROAD-flow-scripts/flow DESIGN_CONFIG=/design/flow/config.mk WORK_HOME=/design/flow/orfs finish
File: design/flow/config.mk
export PLATFORM = sky130hd
export DESIGN_NAME = ADC_CTRL
export DESIGN_NICKNAME = ADC_CTRL
export VERILOG_FILES = /design/flow/design.v
export SDC_FILE = /design/flow/constraint.sdc
export NUM_CORES = 4
export LEC_CHECK = 1
export CORE_AREA = 10 10 108 108
export DIE_AREA = 0 0 118 118
File: design/flow/constraint.sdc
current_design ADC_CTRL

set clk_period 2.2
set clk_io_pct 0.2

create_clock -name clk0 -period $clk_period [get_ports {iCLK}]
create_clock -name clk1 -period $clk_period [get_ports {iCLK_n}]
create_clock -name clk2 -period $clk_period [get_ports {iGO}]

set non_clock_inputs [all_inputs -no_clocks]
set_input_delay [expr $clk_period * $clk_io_pct] -clock clk0 $non_clock_inputs
set_output_delay [expr $clk_period * $clk_io_pct] -clock clk0 [all_outputs]
File: design/flow/design.v
module ADC_CTRL	(	
					iRST,
					iCLK,
					iCLK_n,
					iGO,
					iCH,
					oLED,
					oDIN,
					oCS_n,
					oSCLK,
					iDOUT
				);
input				iRST;
input				iCLK;
input				iCLK_n;
input				iGO;
input	[2:0]		iCH;
output	[7:0]		oLED;
output				oDIN;
output				oCS_n;
output				oSCLK;
input				iDOUT;
reg					data;
reg					go_en;
wire	[2:0]		ch_sel;
reg					sclk;
reg		[3:0]		cont;
reg		[3:0]		m_cont;
reg		[11:0]		adc_data;
reg		[7:0]		led;
assign	oCS_n		=	~go_en;
assign	oSCLK		=	(go_en)? iCLK:1;
assign	oDIN		=	data;
assign	ch_sel		=	iCH;
assign	oLED		=	led;
always@(posedge iGO or negedge iRST)
begin
	if(!iRST)
		go_en	<=	0;
	else
	begin
		if(iGO)
			go_en	<=	1;
	end
end
always@(posedge iCLK or negedge go_en)
begin
	if(!go_en)
		cont	<=	0;
	else
	begin
		if(iCLK)
			cont	<=	cont + 1;
	end
end
always@(posedge iCLK_n)
begin
	if(iCLK_n)
		m_cont	<=	cont;
end
always@(posedge iCLK_n or negedge go_en)
begin
	if(!go_en)
		data	<=	0;
	else
	begin
		if(iCLK_n)
		begin
			if (cont == 2)
				data	<=	iCH[2];
			else if (cont == 3)
				data	<=	iCH[1];
			else if (cont == 4)
				data	<=	iCH[0];
			else
				data	<=	0;
		end
	end
end
always@(posedge iCLK or negedge go_en)
begin
	if(!go_en)
	begin
		adc_data	<=	0;
		led			<=	8'h00;
	end
	else
	begin
		if(iCLK)
		begin
			if (m_cont == 4)
				adc_data[11]	<=	iDOUT;
			else if (m_cont == 5)
				adc_data[10]	<=	iDOUT;
			else if (m_cont == 6)
				adc_data[9]		<=	iDOUT;
			else if (m_cont == 7)
				adc_data[8]		<=	iDOUT;
			else if (m_cont == 8)
				adc_data[7]		<=	iDOUT;
			else if (m_cont == 9)
				adc_data[6]		<=	iDOUT;
			else if (m_cont == 10)
				adc_data[5]		<=	iDOUT;
			else if (m_cont == 11)
				adc_data[4]		<=	iDOUT;
			else if (m_cont == 12)
				adc_data[3]		<=	iDOUT;
			else if (m_cont == 13)
				adc_data[2]		<=	iDOUT;
			else if (m_cont == 14)
				adc_data[1]		<=	iDOUT;
			else if (m_cont == 15)
				adc_data[0]		<=	iDOUT;
			else if (m_cont == 1)
				led	<=	adc_data[11:4];
		end
	end
end
endmodule
==> run notes <==
Implementation numbers.

- The run finished with clean final reports.
- The count of yosys warnings during synthesis reads 1.
- The max-cap check violation count reads 0.
- The number of antenna violations at the first check in global routing is 0.
- TritonCTS built the clock tree.
- The total leakage power is 0.0006097 uW.
- The top fanout value on the critical path reads 2.
- Entering global routing, the biggest net connects 22 pins.
- The main logic family after synthesis is multiplexers.
- The data arrival at the endpoint of the critical path is 1690 ps.
- For this design, Yosys synthesis ends with a cell count of 69.
- The starting density of the core reads 11.11%.
- The routed layout reports a DRC error count of 0.
- The post-synth design cell area is 1031 um2.
- Setup repair after global routing left no endpoint under its margin.
- Per the synthesis report, the XOR/XNOR share of the synthesized area is 1.699%.
- The worst hold path class is reg2async.
- The worst-case headroom to the max-slew limit reads 62.16%.
- The share of synthesized area occupied by flip-flops and latches reads 61.17%.
- The floorplan report gives the top-level pin count as 19.
- After floorplanning, the core was sized to cover 9284 um2.
- The via count reads 623.
- Endpoints with negative setup slack in the final report add up to 0.
- The number of rows created at floorplan is 35.
- The instance area at placement reads 1345 um2.
- The die boundary width is 118 um.
- The area figure in the yosys stat output is 1031 um2.
- The final design area excluding fillers reads 1511 um2.
- The share of post-route cells with drive strength above 1 reads 26.32%.
- The worst setup path is captured at an output pin.
- The final RePlAce weighted congestion reads 0.7195.
- The count of inserted antenna diode cells is 0.
- Recorded from the global router log, the overflow total was 0.
- The length in cells of the worst reg-to-reg path is 2.
- The placed cell count reads 212.
- Looking at the VDD voltage map, the peak drop is 580.1 uV.
- Once iteration 0 of detailed routing completed, the report listed 31 DRC markers.
- The critical path startpoint category is a clock port.
- The simple-gate share of the synthesized area is 11.77%.
- In the global route stage, overall resource usage came out at 3.141%.
- The share of synthesized cell area in full adder, half adder and majority cells is 3.641%.
- The global-route wire length before repair reads 3532 um.
- Per the summary, power density relative to cell area is 825.5 nW/um2.
- The routed wire length is 2093 um.
- Per the OpenROAD floorplan log, the height of the die is 118 um.
- The number of warnings reported in the stage logs is 31.
- The number of standard cells in the layout, taps in and fillers out reads 224.
- The number of distinct library cells after synthesis is 20.
- The post-detailed-route count of antenna-violating nets is 0.
- By startpoint and endpoint, the worst setup path is classified as clk2out.
- Between clock sinks in the finished design, the worst skew comes to 6.786 ps.
- The iteration tally of the first detailed-router pass is 3.
- For reference, the mux area share after synthesis is 17.48%.
- The via count of the first global-routing pass reads 671.
- The synthesized netlist handed to floorplanning was reported with a cell count of 69.
- In the final timing run, aggregate negative setup slack is 0 ps.
- The layout overhead on the synthesized area is 46.60%.
- The port buffer count is 16.
- The fill cell total of the finished layout is 1,054.
- Per the post-CTS timing run, clock transition at the registers of the reported paths is 80 ps.
- The total of flip-flops plus latches after synthesis reads 26.
- The data required time of the worst path reads 1760 ps.
- The final hold violation count is 0.
- After legalization and detailed placement, the total HPWL measured 1466 um.
- Pins over their slew limit in the final report were tallied at 0.
- The routed wirelength normalized by instance count reads 9.344 um.
- After floorplanning, the die was sized to cover 13,920 um2.
- At the pin with the least slew margin, the transition time is 565.3 ps.
- The detailed-route vias per instance is 2.781.
- Summing the areas of all compound-gate instances in the mapped netlist gives 1.335% of the synthesized area.
- The total power consumption of the routed design is 1248 uW.
- The average instance area after synthesis reads 14.94 um2.
[final cells by class]
class | instances | area (um2) | area share, %
tap | 129 | 161.4 | 10.68
multi-input combinational | 37 | 374.1 | 24.75
clock buffer | 11 | 136.4 | 9.023
inverter | 3 | 11.26 | 0.7450
sequential | 26 | 630.6 | 41.72
timing repair buffer | 17 | 167.7 | 11.09
clock inverter | 1 | 30.03 | 1.987
[sequential cells by signal (all words and copies together) (netlist names)]
signal	flops
m_cont	4
adc_data	8
cont	4
data	1
led	8
go_en	1
[per-stage QoR]
stage | hold slack (ps) | util, % | setup WS, ps
detailed placement | 272.0 | 14.49 | 164.7
floorplan | 144.4 | - | 564.8
global placement | 271.2 | 14.49 | 164.7
global route | 449.0 | 16.28 | 45.03
CTS | 421.9 | 16.28 | 51.31
finish | 413.0 | 16.28 | 72.60
[synthesized netlist by cell type]
cell | count | area, um2
nand2_1 | 1 | 3.750
inv_1 | 3 | 11.26
dfrtp_1 | 22 | 550.5
xnor2_1 | 1 | 8.760
nor4b_1 | 2 | 17.52
buf_2 | 3 | 15.01
nand3_1 | 1 | 5.000
mux2_2 | 13 | 146.4
nand3b_1 | 1 | 7.510
conb_1 | 1 | 3.750
nand2b_1 | 1 | 6.260
mux2_1 | 3 | 33.78
ha_1 | 3 | 37.54
a221oi_1 | 1 | 8.760
nor4b_4 | 1 | 23.77
nor4bb_1 | 4 | 40.04
nand4b_1 | 2 | 17.52
xor2_1 | 1 | 8.760
a21oi_1 | 1 | 5.000
dfxtp_1 | 4 | 80.08
[per-layer routing]
layer  track usage [%]  wire length, um
met1             4.651             1123
met2             3.566              803
met3             1.993              149
met4            0.7728               16
met5                 0                0
[cell usage in the layout, fill, tap and decap left out]
master            n
nand2_1           1
dfxtp_1           4
xor2_1            1
nor4b_4           1
a221oi_1          1
a21oi_1           1
mux2_2           13
dfrtp_1          22
nor4b_1           2
buf_4             1
mux2_1            3
nand3b_1          1
xnor2_1           1
nand4b_1          2
nand3_1           1
dlygate4sd3_1     1
clkdlybuf4s50_1  15
clkbuf_8          9
ha_1              3
bufinv_16         1
nor4bb_1          4
nand2b_1          1
conb_1            1
clkbuf_1          1
dlygate4sd2_1     1
inv_1             3
[cell families (layout without fill, tap and decap cells)]
kind of cell               count (synthesis)  in the layout
muxes                                     16             16
xor gates and xnor gates                   2              2
other                                      1              1
AOI/OAI and AO/OA                          2              2
DFF                                       26             26
buffers and inverters                      6             32
and+or+nand+nor                           13             13
adders and majority gates                  3              3
[path summary, 6_finish.rpt]
check / from / to / slack (ps)
max reg2reg: m_cont[0] / led[5] / 840
min in group clk1: cont[3] / m_cont[3] / 590
min reg2reg: go_en / led[3] / 410
max in group asynchronous: go_en / data / 1430
min in group clk0: led[7] / led[7] / 490
max: iCLK / oSCLK / 70
min: go_en / led[3] / 410
max in group clk1: cont[0] / data / 850
[repair_timing]
item	in CTS	in global routing
hold endpoints to repair	20	0
endpoints found under the setup margin	1	0
resized	1	0
setup buffers	0	0
hold buffers	1	0
[report_power, final]
part           leakage (uW)  total (uW)  switching, uW  internal (uW)
Clock             0.0000860         696            197            499
Combinational      0.000241        50.5           16.4           34.1
Sequential         0.000283         501           7.61            493
[critical path: stages]
cell and delay (ps):
clkbuf_8 110, clkbuf_8 120, nand2b_1 130, dlygate4sd2_1 240
No activity file was given, so power comes from the tool's default toggle rates.
