==> design.v <==
module DE0_NANO(
	CLOCK_50,
	LED,
	KEY,
	SW,
	DRAM_ADDR,
	DRAM_BA,
	DRAM_CAS_N,
	DRAM_CKE,
	DRAM_CLK,
	DRAM_CS_N,
	DRAM_DQ,
	DRAM_DQM,
	DRAM_RAS_N,
	DRAM_WE_N,
	EPCS_ASDO,
	EPCS_DATA0,
	EPCS_DCLK,
	EPCS_NCSO,
	G_SENSOR_CS_N,
	G_SENSOR_INT,
	I2C_SCLK,
	I2C_SDAT,
	ADC_CS_N,
	ADC_SADDR,
	ADC_SCLK,
	ADC_SDAT,
	GPIO_2,
	GPIO_2_IN,
	GPIO_0_D,
	GPIO_0_IN,
	GPIO_1_D,
	GPIO_1_IN,
);
input 		          		CLOCK_50;
output		     [7:0]		LED;
input 		     [1:0]		KEY;
input 		     [3:0]		SW;
output		    [12:0]		DRAM_ADDR;
output		     [1:0]		DRAM_BA;
output		          		DRAM_CAS_N;
output		          		DRAM_CKE;
output		          		DRAM_CLK;
output		          		DRAM_CS_N;
inout 		    [15:0]		DRAM_DQ;
output		     [1:0]		DRAM_DQM;
output		          		DRAM_RAS_N;
output		          		DRAM_WE_N;
output		          		EPCS_ASDO;
input 		          		EPCS_DATA0;
output		          		EPCS_DCLK;
output		          		EPCS_NCSO;
output		          		G_SENSOR_CS_N;
input 		          		G_SENSOR_INT;
output		          		I2C_SCLK;
inout 		          		I2C_SDAT;
output		          		ADC_CS_N;
output		          		ADC_SADDR;
output		          		ADC_SCLK;
input 		          		ADC_SDAT;
inout 		    [12:0]		GPIO_2;
input 		     [2:0]		GPIO_2_IN;
inout 		    [33:0]		GPIO_0_D;
input 		     [1:0]		GPIO_0_IN;
inout 		    [33:0]		GPIO_1_D;
input 		     [1:0]		GPIO_1_IN;
wire rx;
wire tx;
assign rx = GPIO_0_D[7];
assign GPIO_0_D[9] = tx;
wire [7:0] rx_data;
wire [7:0] tx_data;
wire rxc;
wire txc;
wire txs;
uart u1(
	.CLOCK_50(CLOCK_50),
	.RX_DATA(rx_data),
	.TX_DATA(tx_data),
	.RXC(rxc),
	.TXC(txc),
	.TXS(txs),
	.RX(rx),
	.TX(tx)
	);
assign LED[0] = ~GPIO_0_D[7];
assign LED[1] = tx;
assign LED[2] = rx;
assign tx_data = 
	(rx_data == 8'd10) ? rx_data :
	(rx_data == 8'd13) ? rx_data :
	rx_data + 1;
assign txs = (rxc_time == 3'd2);  
reg [2:0]rxc_time;
always @(posedge CLOCK_50)
begin
	if (rxc_time == 3'd2)  
		rxc_time = 3'd0;
	if (!rxc && (rxc_time == 3'd0))  
		rxc_time = 3'd1;
	if (rxc && (rxc_time == 3'd1))  
		rxc_time = 3'd2;
end
endmodule
module uart (
	output [7:0]RX_DATA,  
	input [7:0]TX_DATA,  
	output RXC,  
	output TXC,  
	input TXS,  
	input CLOCK_50,  
	input RX,  
	output TX  
	);
	parameter PERIOD = 16'd2604;  
	reg [7:0]rx_reg;  
	reg [15:0]rx_clock_counter;  
	reg [3:0]rx_bit_counter;  
	always @(posedge CLOCK_50)
	begin
		rx_clock_counter = rx_clock_counter + 16'd1;
		if (rx_clock_counter >= PERIOD)
		begin
			rx_clock_counter = 16'd0;
			if (RXC & !RX)  
				rx_bit_counter = 4'd0;  
			if (rx_bit_counter <= 4'd8)  
			begin
				if ((rx_bit_counter >= 4'd1) && (rx_bit_counter <= 4'd8))  
					rx_reg[rx_bit_counter - 4'd1] = RX;  
				rx_bit_counter = rx_bit_counter + 4'd1;  
			end
		end
	end
	assign RX_DATA = rx_reg;  
	assign RXC = (rx_bit_counter >= 4'd9);  
	reg [7:0]tx_reg;  
	reg [15:0]tx_clock_counter;  
	reg [3:0]tx_bit_counter;  
	always @(posedge CLOCK_50)
	begin
		tx_clock_counter = tx_clock_counter + 16'd1;
		if (tx_clock_counter >= PERIOD)
		begin
			tx_clock_counter = 16'd0;
			if (tx_bit_counter <= 4'd10)  
					tx_bit_counter = tx_bit_counter + 4'd1;  
		end
		if (TXC & TXS)  
			begin
			tx_reg <= TX_DATA;  
			tx_bit_counter <= 4'd0;  
			tx_clock_counter <= 16'd0;  
			end
	end
	assign TX =  
		(tx_bit_counter <= 4'd0) ? 1'b0 :  
		(tx_bit_counter >= 4'd9) ? 1'b1 :  
		tx_reg[tx_bit_counter - 4'd1];  
	assign TXC = (tx_bit_counter >= 4'd11);  
endmodule
==> run.sh <==
#!/bin/bash
# OpenROAD 26Q1-2900-gdf79404cd8, Yosys 0.63+post, stock flow scripts
make -C /OpenROAD-flow-scripts/flow DESIGN_CONFIG=/design/flow/config.mk WORK_HOME=/design/flow/orfs finish
==> config.mk <==
export PLATFORM = sky130hd
export DESIGN_NAME = DE0_NANO
export DESIGN_NICKNAME = DE0_NANO
export VERILOG_FILES = /design/flow/design.v
export SDC_FILE = /design/flow/constraint.sdc
export NUM_CORES = 4
export LEC_CHECK = 1
export CORE_UTILIZATION = 30
==> constraint.sdc <==
current_design DE0_NANO

set clk_period 4.3
set clk_io_pct 0.2

create_clock -name clk0 -period $clk_period [get_ports {CLOCK_50}]

set non_clock_inputs [all_inputs -no_clocks]
set_input_delay [expr $clk_period * $clk_io_pct] -clock clk0 $non_clock_inputs
set_output_delay [expr $clk_period * $clk_io_pct] -clock clk0 [all_outputs]
==> qor_table.md <==
| Stage | Metric | Value |
|---|---|---|
| timing | Number of unconstrained endpoints | 97 |
| clock tree | Number of gates resized after CTS | 0 |
| status | Run status | stopped before the end |
| synth | Synth Register Bits | 58 |
| status | Run Error | [error] [KeplerFormal.cpp:679] Workflow failed: Iso has multiple drivers: .GPIO_0_D9, _497_.Y0 |
| synth | Biggest area contributors in the synthesized netlist | sky130_fd_sc_hd__dfxtp_1 21%, sky130_fd_sc_hd__edfxtp_1 16%, sky130_fd_sc_hd__buf_4 7.9%, sky130_fd_sc_hd__ha_1 5.4%, sky130_fd_sc_hd__nor2_1 4.3% |
| synth | Yosys synthesis warning count | 38 |
| die | Initial Util | 0.307 |
| status | Halt point of the flow | clock tree synthesis |
| clock tree | Count of H-tree levels built during CTS | 3 |
| synth | Seq/Total Area, Yosys | 0.369 |
| die | Number of core rows | 40 |
| synth | Main flop type | sky130_fd_sc_hd__dfxtp_1 |
| synth | Synthesized area divided by synthesized cell count | 8.93 µm² |
| clock tree | Number of clock buffers inserted by TritonCTS | 9 |
| synth | Post-Syn Area | 0.00369 mm² |
| clock tree | Root Driver | sky130_fd_sc_hd__clkbuf_16 |
| synth | Number of unique standard cell types used by synthesis | 67 |
| die | Top Ports | 154 |
| clock tree | Clock Sinks | 58 |
| die | Floorplan die width | 113 µm |
| clock tree | Largest buffer count on any clock path | 2 |
| placed design | Gp weighted congestion | 0.825 |
| synth | Async set-reset flop share out of synthesis | 0 |
| clock tree | Hold bufs inserted after CTS | 0 |
| synth | Count of library flops with an enable pin | 20 |
| placed design | I/O Buffers | 3 |
| synth | Cell taking the most area after synthesis | sky130_fd_sc_hd__dfxtp_1 |
| synth | Total cells reported by yosys after synthesis | 413 |
| placed design | Detailed placement HPWL | 4.26 mm |
| placed design | Worst setup slack before clock tree synthesis | 1.17 ns |
| clock tree | Buffer count from post-CTS setup fixing | 0 |
| die | Y dimension of the die | 113 µm |
| synth | Cells after Synth | 413 |
| synth | Yosys Chip Area | 0.00369 mm² |
| synth | Share of the synthesized area in the top cell type | 0.206 |
==> through the flow <==
stage | hold slack, ns | std cells | instance area [µm²] | util
2_1_floorplan | 0.418 | 456 | 3850 | -
3_3_place_gp | 0.424 | 553 | 3710 | 0.309
3_5_place_dp | 0.437 | 553 | 3710 | 0.309
==> logic make-up after synthesis <==
kind of cell / share of synthesized area
and+or+nand+nor: 0.215
AOI/OAI and AO/OA: 0.143
buffers and inverters: 0.117
DFF: 0.369
xor gates and xnor gates: 0.0641
adders and majority gates: 0.0543
muxes: 0.0363
other: 0.00102
==> synth_stat cells, types with 7 or more instances <==
| cell | number |
|---|---|
| sky130_fd_sc_hd__xor2_1 | 13 |
| sky130_fd_sc_hd__a21oi_1 | 16 |
| sky130_fd_sc_hd__nand3_1 | 21 |
| sky130_fd_sc_hd__xnor2_1 | 14 |
| sky130_fd_sc_hd__ha_1 | 16 |
| sky130_fd_sc_hd__and3_1 | 7 |
| sky130_fd_sc_hd__nor4_1 | 11 |
| sky130_fd_sc_hd__nor3_1 | 9 |
| sky130_fd_sc_hd__nand2_1 | 31 |
| sky130_fd_sc_hd__dfxtp_1 | 38 |
| sky130_fd_sc_hd__nor2_1 | 42 |
| sky130_fd_sc_hd__buf_4 | 39 |
| sky130_fd_sc_hd__edfxtp_1 | 20 |
| sky130_fd_sc_hd__inv_1 | 18 |
| sky130_fd_sc_hd__o21ai_0 | 15 |
